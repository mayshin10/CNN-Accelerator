File: ./run.sh
#!/bin/bash
# OpenROAD 26Q1-2900-gdf79404cd8, Yosys 0.63+post, stock flow scripts
make -C /OpenROAD-flow-scripts/flow DESIGN_CONFIG=/design/flow/config.mk WORK_HOME=/design/flow/orfs finish
File: ./config.mk
export PLATFORM = sky130hd
export DESIGN_NAME = start_end
export DESIGN_NICKNAME = start_end
export VERILOG_FILES = /design/flow/design.v
export SDC_FILE = /design/flow/constraint.sdc
export NUM_CORES = 4
export LEC_CHECK = 1
export CORE_UTILIZATION = 40
File: ./constraint.sdc
current_design start_end

set clk_period 3.3
set clk_io_pct 0.2

create_clock -name clk0 -period $clk_period [get_ports {clk}]

set non_clock_inputs [all_inputs -no_clocks]
set_input_delay [expr $clk_period * $clk_io_pct] -clock clk0 $non_clock_inputs
set_output_delay [expr $clk_period * $clk_io_pct] -clock clk0 [all_outputs]
File: ./design.v
module start_end(
  output reg [31:0]AHB_INTERFACE_0_haddr,
  output reg [2:0]AHB_INTERFACE_0_hburst,
  output reg [3:0]AHB_INTERFACE_0_hprot,
  input [31:0]AHB_INTERFACE_0_hrdata,
  output reg AHB_INTERFACE_0_hready_in,
  input AHB_INTERFACE_0_hready_out,
  input AHB_INTERFACE_0_hresp,
  output reg [2:0]AHB_INTERFACE_0_hsize,
  output reg [1:0]AHB_INTERFACE_0_htrans,
  output reg [31:0]AHB_INTERFACE_0_hwdata,
  output reg AHB_INTERFACE_0_hwrite,
  output reg AHB_INTERFACE_0_sel,
  output reg start,
  input finish,  
  input clk,
  input reset
);
reg [3:0] state;
wire [31:0] start_code;
assign start_code = 32'h01020304;
wire [31:0] finish_code;
assign finish_code = 32'h04030201;
reg [31:0] read_data_reg;
always @(posedge clk) begin
    if ( !reset ) begin
        AHB_INTERFACE_0_haddr <= 0;
        AHB_INTERFACE_0_hburst <= 0;
        AHB_INTERFACE_0_hprot <= 0;
        AHB_INTERFACE_0_hready_in <= 0;
        AHB_INTERFACE_0_hsize <= 0;
        AHB_INTERFACE_0_htrans <= 0;
        AHB_INTERFACE_0_hwdata <= 0;
        AHB_INTERFACE_0_hwrite <= 0;
        AHB_INTERFACE_0_sel <= 0;        
        start <= 0;
        state <= 0;
    end
    else begin
    case(state)
        4'd0: begin  
            if ( AHB_INTERFACE_0_hready_out == 1 ) begin
                AHB_INTERFACE_0_htrans <= 2'b10;
                AHB_INTERFACE_0_haddr <= 32'h5000_0000;  
                AHB_INTERFACE_0_hburst <= 0;
                AHB_INTERFACE_0_hsize <= 3'b010;
                AHB_INTERFACE_0_hready_in <= 1;
                AHB_INTERFACE_0_sel <= 1;
                AHB_INTERFACE_0_hprot <= 1;
                state <= 4'd1;                
            end
        end
        4'd1: begin  
            if ( AHB_INTERFACE_0_hready_out == 1 ) begin
                read_data_reg <= AHB_INTERFACE_0_hrdata;
                AHB_INTERFACE_0_sel <= 0;
                AHB_INTERFACE_0_hprot <= 0;
                AHB_INTERFACE_0_hready_in <= 1;
                state <= 4'd2;
            end
            else begin
                AHB_INTERFACE_0_hready_in <= 0;
            end
            AHB_INTERFACE_0_htrans <= 0;
        end
        4'd2: begin  
            if ( read_data_reg == start_code ) begin
                start <= 1;
                state <= 4'd3;
            end
            else begin
                state <= 4'd0;
            end
        end
        4'd3: begin  
            if ( finish == 1 ) begin
                state <= 4'd4;
            end
            AHB_INTERFACE_0_haddr <= 0;
            AHB_INTERFACE_0_hburst <= 0;
            AHB_INTERFACE_0_hprot <= 0;
            AHB_INTERFACE_0_hready_in <= 0;
            AHB_INTERFACE_0_hsize <= 0;
            AHB_INTERFACE_0_htrans <= 0;
            AHB_INTERFACE_0_hwdata <= 0;
            AHB_INTERFACE_0_hwrite <= 0;
            AHB_INTERFACE_0_sel <= 0;
        end
        4'd4: begin  
            if ( AHB_INTERFACE_0_hready_out == 1 && AHB_INTERFACE_0_hresp == 0) begin
                AHB_INTERFACE_0_htrans <= 2'b10;
                AHB_INTERFACE_0_haddr <= 32'h5000_0004;
                AHB_INTERFACE_0_hburst <= 0;
                AHB_INTERFACE_0_hsize <= 3'b010;  
                AHB_INTERFACE_0_hready_in <= 1;
                AHB_INTERFACE_0_sel <= 1;
                AHB_INTERFACE_0_hprot <= 9;
                AHB_INTERFACE_0_hwdata <= finish_code;
                AHB_INTERFACE_0_hwrite <= 1;
                state <= 4'd5;
            end
        end
        4'd5: begin
            AHB_INTERFACE_0_htrans <= 0;
            AHB_INTERFACE_0_hready_in <= 0;
            state <= 4'd6;
        end
        4'd6: begin
            if ( AHB_INTERFACE_0_hready_out == 0 && AHB_INTERFACE_0_hresp == 0) begin
                AHB_INTERFACE_0_sel <= 0;
                AHB_INTERFACE_0_hprot <= 0;
                AHB_INTERFACE_0_hwdata <= 0;
                AHB_INTERFACE_0_hwrite <= 0;
                AHB_INTERFACE_0_hready_in <= 1;
                state <= 4'd7;
            end
        end
        default: begin
        AHB_INTERFACE_0_haddr <= 0;
        AHB_INTERFACE_0_hburst <= 0;
        AHB_INTERFACE_0_hprot <= 0;
        AHB_INTERFACE_0_hready_in <= 0;
        AHB_INTERFACE_0_hsize <= 0;
        AHB_INTERFACE_0_htrans <= 0;
        AHB_INTERFACE_0_hwdata <= 0;
        AHB_INTERFACE_0_hwrite <= 0;
        AHB_INTERFACE_0_sel <= 0;
        end
    endcase
    end
end
endmodule
==> job_summary.md <==
### Yosys + OpenROAD results

| Metric | Value |
|---|---|
| Status | `finished clean` |
| CP startpoint | `reset` |
| Num CTS Buffers | `5` |
| Final Worst Setup Slack | `~1.2 ns` |
| Switch Pwr | `221.5 uW` |
| Sw frac | `20.45%` |
| Tcrit/Tclk final | `between 60% and 70%` |
| Seq/Total Area, Yosys | `56.85%` |
| Routed WL | `3120 um` |
| Int Pwr | `between 800 and 900 uW` |
| Clock Power Share | `30.7%` |
| Leading area contributor after synthesis | `edfxtp_1` |
| Chip Height | `76.47 um` |
| Fin crit period | `2.130 ns` |
| Final Hold Viols | `0` |
| IO Port Bufs | `around 52` |
| Total of max-cap violations | `0` |
| Reg2reg start | `read_data_reg[25]$_DFFE_PP_` |
| Slowest CP cell | `clkdlybuf4s50_1` |
| Synth async-reset ratio | `0%` |
| Overflow after GRT | `0` |
| Relative slew margins | `65.14%` |
| Min-Delay Path Class | `flop to flop` |
| Iteration-0 DRC Markers | `50` |
| Count of antenna-violating nets left after detailed routing | `0` |
| Initial Utilization | `42.36%` |
| Setup bufs post-CTS | `0` |
| CTS sink count | `around 47` |
| Top cells by count | `72 x buf_4, 32 x edfxtp_1, 15 x dfxtp_1, 7 x nand2_1, 6 x nor4_1` |
| Post-DR wirelength/cell | `10.23 um` |
| Fraction of layout cells with a size suffix above 1 | `around 4.3%` |
| Mean area per synthesized cell | `~12 um^2` |
| Clk buf depth | `2` |
| Ranking of synthesized cells by area | `edfxtp_1 43%, buf_4 24%, dfxtp_1 14%` |
| Slew Limit Fails | `0` |
| Seq pwr share | `60.4%` |
| Log Warnings | `25` |
| CTS tree | `built` |
| Most numerous cell in the Yosys netlist | `buf_4` |
| Max stage delay on crit path | `around 0.8 ns` |
| Fmax | `469.6 MHz` |
| Synthesized area | `0.002218 mm^2` |
| Avg Vias per Cell | `4.131` |
| Hpwl dp | `between 2000 and 2500 um` |
| Yosys cell types | `33` |
| Skew final | `0.006700 ns` |
| EDFF count, synth | `32` |
| Syn. warnings | `1` |
| Clk pin slew, worst setup/hold paths | `about 0.08 ns` |
| Htree depth | `2` |
| Worst slew pin tran | `0.5213 ns` |
| Pwr Density | `414.7 mW/mm^2` |
| Endpoints failing setup | `0` |
| Ys flops | `47` |
| Core area | `~0.0052 mm^2` |
| Largest net degree at the start of global routing | `34` |
| RSZ-0062 raised after global routing | `no` |
| Synth top area share | `43.32%` |
| Place WS | `0.8398 ns` |
| Critical path, cell by cell | `clkdlybuf4s50_1 -> and3_1 -> buf_4` |
| Layout fillers | `479` |
| Ys cells | `between 150 and 200` |
| Row count | `26` |
| Yosys Chip Area | `0.002218 mm^2` |
| CP Class | `primary input to flop` |
| Cell leakage power | `0.0009869 uW` |
| Hold Crit Start | `AHB_INTERFACE_0_htrans[1]$_SDFFE_PN0P_` |
| # resized after CTS | `0` |
| Worst hold margin | `0.4609 ns` |
| CP required | `3.25 ns` |
| Max reg flops | `32` |
| CP endpoint kind | `flop` |
| Area growth syn-to-layout | `17.71%` |
| Arrival time at the worst endpoint | `2.08 ns` |
| Crit-path max FO | `33` |
| Worst setup SP type | `primary input` |
| CTS Root Buffer Type | `clkbuf_8` |
| Die X | `between 70 and 80 um` |
| GRT Overall Usage | `10.98%` |
| RD Place Congestion | `0.8199` |
| I/O Pins | `117` |
| Top FF cell, synth | `edfxtp_1` |
| Vias in the first global route | `1139` |
| Post-cts hold-fix buffer tally | `0` |
| First-pass GRT wire length | `4892 um` |
| First-pass DRT Iterations | `4` |
| DR vias | `about 1300` |
| Final setup TNS | `0 ns` |
| Peak supply drop | `roughly 0.00026 V` |
| Latency at later pin | `between 0.2 and 0.3 ns` |
| Antenna cells | `0` |
| Combinational share of power | `8.9%` |
| Drt drc | `0` |
| Initial antenna violation count | `0` |
| Chip area | `0.005848 mm^2` |
| Synth Instances | `185` |
## per-layer routing
layer  track usage [%]  wire [um]
met1             15.68       1279
met2             17.93       1549
met3             3.041        265
met4             1.731         25
met5                 0          0
## area by class of cell
class	count	area (um^2)	share of cell area (%)
sequential	47	1261	48.30
multi-input combinational	124	634.4	24.29
timing repair buffer	53	528.0	20.22
tap	70	87.58	3.354
clock buffer	5	68.82	2.635
clock inverter	3	20.02	0.7667
inverter	3	11.26	0.4312
## power by group through the flow
| stage | logic, uW | clock network (uW) | registers, uW |
|---|---|---|---|
| finish | 96.9 | 332 | 654 |
| CTS | 98.6 | 345 | 654 |
| global route | 109 | 376 | 656 |
## path summary, 6_finish.rpt
check        slack, ns  depth (start not counted)                                     end
max reg2reg       1.70                          4                        state[6]$_DFF_P_
min reg2reg       0.46                          2  AHB_INTERFACE_0_htrans[1]$_SDFFE_PN0P_
max               1.17                          3             read_data_reg[24]$_DFFE_PP_
min               0.46                          2  AHB_INTERFACE_0_htrans[1]$_SDFFE_PN0P_
## cell families after synthesis
family | after synthesis | share of synthesized area (%)
compound gates | 19 | 6.317
mux | 3 | 1.354
buf+inv | 77 | 25.21
flops | 47 | 56.85
other cells | 1 | 0.1690
simple gates | 38 | 10.10
## critical path, delay by kind of cell
kind	cells	cell delay (ns)
buf+inv	2	1.17
simple gates	1	0.24
## placed cells by master (no fill, tap or decap), types with 4 or more instances in the layout
| master | synthesis | final |
|---|---|---|
| clkbuf_8 | 0 | 5 |
| nand2_1 | 7 | 7 |
| edfxtp_1 | 32 | 32 |
| nor2_1 | 5 | 5 |
| nor4_1 | 6 | 6 |
| dfxtp_1 | 15 | 15 |
| nor4b_1 | 4 | 4 |
| clkdlybuf4s50_1 | 0 | 52 |
| conb_1 | 1 | 64 |
| o21a_1 | 5 | 5 |
## per-stage QoR
| step | std cells | instance area, um^2 | total power (uW) | util, % |
|---|---|---|---|---|
| after floorplan | 248 | 2455 | 752.0 | - |
| after global routing | 305 | 2611 | 1141 | 49.86 |
| after detailed placement | 297 | 2522 | 765.9 | 48.16 |
| after CTS | 305 | 2611 | 1097 | 49.86 |
| after global placement | 297 | 2522 | 766.3 | 48.16 |
| final | 305 | 2611 | 1083 | 49.86 |
No activity file was given, so power comes from the tool's default toggle rates.
